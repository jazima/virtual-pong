--- flow/run.sh ---
#!/bin/bash
# OpenROAD 26Q1-2900-gdf79404cd8, Yosys 0.63+post, stock flow scripts
make -C /OpenROAD-flow-scripts/flow DESIGN_CONFIG=/design/flow/config.mk WORK_HOME=/design/flow/orfs finish
--- flow/config.mk ---
export PLATFORM = sky130hd
export DESIGN_NAME = physics_core
export DESIGN_NICKNAME = physics_core
export VERILOG_FILES = /design/flow/design.v
export SDC_FILE = /design/flow/constraint.sdc
export NUM_CORES = 4
export LEC_CHECK = 1
export CORE_UTILIZATION = 30
--- flow/constraint.sdc ---
current_design physics_core

set clk_period 5.6
set clk_io_pct 0.2

create_clock -name clk0 -period $clk_period [get_ports {aclk}]

set non_clock_inputs [all_inputs -no_clocks]
set_input_delay [expr $clk_period * $clk_io_pct] -clock clk0 $non_clock_inputs
set_output_delay [expr $clk_period * $clk_io_pct] -clock clk0 [all_outputs]
--- flow/design.v ---
module physics_core # (
      parameter	  WIDTH     = 75,      
      parameter	  HEIGHT    = 50      
   )    (
   input wire		    aclk,	     
   input wire		    aresetn,
   input wire [15:0]	ip_pc_paddle_1_X,
   input wire [15:0]	ip_pc_paddle_1_Y,
   input wire [15:0]    ip_pc_paddle_1_Z,
   input wire           ip_pc_paddle_1_valid,
   input wire [15:0]	ip_pc_paddle_2_X,
   input wire [15:0]	ip_pc_paddle_2_Y,
   input wire [15:0]    ip_pc_paddle_2_Z,
   input wire           ip_pc_paddle_2_valid,
   input wire [15:0]	iBall_X,
   input wire [15:0]	iBall_Y,
   input wire [15:0]	iBall_Z,
   output wire [15:0]	pc_gr_ball_X_p1,
   output wire [15:0]	pc_gr_ball_Y_p1,
   output wire [15:0]	pc_gr_ball_Z_p1,
   output wire [15:0]  pc_gr_paddle_1_X_p1,  
   output wire [15:0]  pc_gr_paddle_1_Y_p1, 
   output wire [15:0]  pc_gr_paddle_1_Z_p1, 
   output wire [15:0]  pc_gr_paddle_2_X_p1, 
   output wire [15:0]  pc_gr_paddle_2_Y_p1,  
   output wire [15:0]  pc_gr_paddle_2_Z_p1
);
parameter GRAVITY        = 10;    
parameter SCREEN_HEIGHT  = 480;
parameter SCREEN_WIDTH   = 640;
parameter BALL_RADIUS    = 16;
parameter [2:0] BALL_IDLE               = 3'd0,
                PADDLE_1_BALL_COLLISION = 3'd1,
                PADDLE_2_BALL_COLLISION = 3'd2,
                BALL_COLLISION          = 3'd3; 
reg [15:0]  ip_pc_paddle_1_X_p1; 
reg [15:0]  ip_pc_paddle_1_Y_p1; 
reg [15:0]  ip_pc_paddle_1_Z_p1;  
reg [15:0]  ip_pc_paddle_2_X_p1; 
reg [15:0]  ip_pc_paddle_2_Y_p1;  
reg [15:0]  ip_pc_paddle_2_Z_p1;
reg [15:0] paddle_1_velocity_X;
reg [15:0] paddle_1_velocity_Y;
reg [15:0] paddle_1_velocity_Z;
reg [15:0] paddle_2_velocity_X;
reg [15:0] paddle_2_velocity_Y;
reg [15:0] paddle_2_velocity_Z;
reg [15:0] ball_X_p1;
reg [15:0] ball_Y_p1;
reg [15:0] ball_Z_p1; 
reg [2:0] ball_state;
always @(posedge aclk) begin
   if (~aresetn) begin
      ball_X_p1	                <= 16'd0;
	  ball_Y_p1	                <= 16'd0;
	  ball_Z_p1	                <= 16'd0;
      ip_pc_paddle_1_X_p1	    <= 16'd0;
      ip_pc_paddle_1_Y_p1		<= 16'd0;
      ip_pc_paddle_1_Z_p1		<= 16'd0;
      ip_pc_paddle_2_X_p1	    <= 16'd0;
      ip_pc_paddle_2_Y_p1		<= 16'd0;
      ip_pc_paddle_2_Z_p1		<= 16'd0;
      paddle_1_velocity_X       <= 16'd0;
      paddle_1_velocity_Y       <= 16'd0;
      paddle_1_velocity_Z       <= 16'd0;
      paddle_2_velocity_X       <= 16'd0;
      paddle_2_velocity_Y       <= 16'd0;
      paddle_2_velocity_Z       <= 16'd0;
      ball_state                <= BALL_IDLE;
    end else begin
        case (ball_state)
            BALL_IDLE : begin
               if (ip_pc_paddle_1_valid) begin
	               ip_pc_paddle_1_X_p1	   <= ip_pc_paddle_1_X;   
	               ip_pc_paddle_1_Y_p1	   <= ip_pc_paddle_1_Y;
	               ip_pc_paddle_1_Z_p1	   <= ip_pc_paddle_1_Z;   
	           end
	           if (ip_pc_paddle_2_valid) begin
	               ip_pc_paddle_2_X_p1	   <= ip_pc_paddle_1_X;   
	               ip_pc_paddle_2_Y_p1	   <= ip_pc_paddle_1_Y;
	               ip_pc_paddle_2_Z_p1	   <= ip_pc_paddle_1_Z;  
	           end
	           paddle_1_velocity_X       <= 16'd0;
               paddle_1_velocity_Y       <= 16'd0;
               paddle_1_velocity_Z       <= 16'd0;
               paddle_2_velocity_X       <= 16'd0;
               paddle_2_velocity_Y       <= 16'd0;
               paddle_2_velocity_Z       <= 16'd0;
               ball_X_p1                 <= iBall_X;
	           ball_Y_p1                 <= iBall_Y;
	           ball_Z_p1                 <= iBall_Z;
	           if ( (ball_X_p1 < (ip_pc_paddle_1_X_p1 + WIDTH) ) && (ball_X_p1 > ip_pc_paddle_1_X_p1 ) && 
	                (ball_Y_p1 < (ip_pc_paddle_1_Y_p1 + HEIGHT)) && (ball_Y_p1 > ip_pc_paddle_1_Y_p1 ) && 
	                ((ball_Z_p1 - ip_pc_paddle_1_Z_p1) == BALL_RADIUS) ) begin
                   ball_state  <= PADDLE_1_BALL_COLLISION;
	           end else if ( (ball_X_p1 < (ip_pc_paddle_2_X_p1 + WIDTH) ) && (iBall_X > ip_pc_paddle_2_X_p1 ) && 
	                         (ball_Y_p1 < (ip_pc_paddle_2_Y_p1 + HEIGHT)) && (iBall_Y > ip_pc_paddle_2_Y_p1 ) && 
	                         ((ball_Z_p1 + BALL_RADIUS) == ip_pc_paddle_2_Z_p1) ) begin
                   ball_state  <= PADDLE_2_BALL_COLLISION;
               end else begin
                   ball_state  <= BALL_IDLE; 
               end
            end
            PADDLE_1_BALL_COLLISION : begin
                if (ip_pc_paddle_1_X > ip_pc_paddle_1_X_p1) begin
	               paddle_1_velocity_X   <= (ip_pc_paddle_1_X - ip_pc_paddle_1_X_p1);
	            end
	            if (ip_pc_paddle_1_Y > ip_pc_paddle_1_Y_p1) begin
	               paddle_1_velocity_Y   <= (ip_pc_paddle_1_Y - ip_pc_paddle_1_Y_p1);
	            end
	            if (ip_pc_paddle_1_Z > ip_pc_paddle_1_Z) begin
	               paddle_1_velocity_Z   <= (ip_pc_paddle_1_Z - ip_pc_paddle_1_Z_p1);
	            end
	            ball_state  <= BALL_COLLISION;
	       end
	       PADDLE_2_BALL_COLLISION : begin
                if (ip_pc_paddle_2_X > ip_pc_paddle_2_X_p1) begin
	               paddle_2_velocity_X   <= (ip_pc_paddle_2_X - ip_pc_paddle_2_X_p1);
	            end
	            if (ip_pc_paddle_2_Y > ip_pc_paddle_2_Y_p1) begin
	               paddle_2_velocity_Y   <= (ip_pc_paddle_2_Y - ip_pc_paddle_2_Y_p1);
	            end
	            if (ip_pc_paddle_2_Z > ip_pc_paddle_2_Z) begin
	               paddle_2_velocity_Z   <= (ip_pc_paddle_2_Z - ip_pc_paddle_2_Z_p1);
	            end
	            ball_state  <= BALL_COLLISION;
	        end
	        BALL_COLLISION : begin
	           if (ball_X_p1 >= 16'd640) begin	     
	               ball_X_p1       <= SCREEN_WIDTH >> 1;
	               ball_Y_p1       <= ball_Y_p1 + paddle_1_velocity_Y - GRAVITY;
	               ball_Z_p1       <= ball_Z_p1 + paddle_1_velocity_Z - GRAVITY;	         
                end else if (ball_Y_p1 >= 16'd480) begin	      
	               ball_X_p1       <= ball_X_p1 + paddle_1_velocity_X - GRAVITY;
	               ball_Y_p1       <= SCREEN_HEIGHT >> 1;
	               ball_Z_p1       <= ball_Z_p1 + paddle_1_velocity_Z - GRAVITY;
                end else if (ball_Y_p1 == 0) begin	          
	               ball_X_p1       <= ball_X_p1 + paddle_1_velocity_X - GRAVITY;
	               ball_Y_p1       <= SCREEN_HEIGHT >> 1;
	               ball_Z_p1       <= ball_Z_p1 + paddle_1_velocity_Z - GRAVITY;
                end else begin	 
	               ball_X_p1	   <= ball_X_p1 + paddle_1_velocity_X - GRAVITY;
	               ball_Y_p1	   <= ball_Y_p1 + paddle_1_velocity_Y - GRAVITY;
	               ball_Z_p1	   <= ball_Z_p1 + paddle_1_velocity_Z - GRAVITY;
	            end 
	           if ( (ball_X_p1 < (ip_pc_paddle_1_X_p1 + WIDTH) ) && (ball_X_p1 > ip_pc_paddle_1_X_p1 ) && 
	                (ball_Y_p1 < (ip_pc_paddle_1_Y_p1 + HEIGHT)) && (ball_Y_p1 > ip_pc_paddle_1_Y_p1 ) && 
	                ((ball_Z_p1 - ip_pc_paddle_1_Z_p1) == BALL_RADIUS) ) begin
                   ball_state  <= PADDLE_1_BALL_COLLISION;
	           end else if ( (ball_X_p1 < (ip_pc_paddle_2_X_p1 + WIDTH) ) && (iBall_X > ip_pc_paddle_2_X_p1 ) && 
	                         (ball_Y_p1 < (ip_pc_paddle_2_Y_p1 + HEIGHT)) && (iBall_Y > ip_pc_paddle_2_Y_p1 ) && 
	                         ((ball_Z_p1 + BALL_RADIUS) == ip_pc_paddle_2_Z_p1) ) begin
                   ball_state  <= PADDLE_2_BALL_COLLISION;
               end else begin
                   ball_state  <= BALL_IDLE; 
               end
	         end
        endcase
    end
end
assign pc_gr_ball_X_p1  = ball_X_p1;
assign pc_gr_ball_Y_p1  = ball_Y_p1;
assign pc_gr_ball_Z_p1  = ball_Z_p1;
assign pc_gr_paddle_1_X_p1  = ip_pc_paddle_1_X_p1;
assign pc_gr_paddle_1_Y_p1  = ip_pc_paddle_1_Y_p1;
assign pc_gr_paddle_1_Z_p1  = ip_pc_paddle_1_Z_p1;
assign pc_gr_paddle_2_X_p1  = ip_pc_paddle_2_X_p1;
assign pc_gr_paddle_2_Y_p1  = ip_pc_paddle_2_Y_p1;
assign pc_gr_paddle_2_Z_p1  = ip_pc_paddle_2_Z_p1;
endmodule
==> deck_impl_summary.md <==
Run Summary

Status
  – Run status: finished clean

Floorplanning
  – Vertical extent of the die: 236.4 um
  – Die Area: roughly 56,000 um2
  – Core footprint: ~54,000 um2
  – Count of boundary I/O pins: 292
  – Pre-placement core utilization: between 30% and 40%
  – Row count: about 85
  – Die Width: around 240 um

Place
  – # port buffers: between 200 and 250
  – Post-DP HPWL: 42.80 mm
  – Worst slack at placement: 1.264 ns
  – Placer Congestion: around 0.94

Yosys
  – Top cell area share: around a quarter
  – Mapped Avg Cell Area: 7.721 um2
  – Distinct lib cells: 86
  – Summed instance area of the synthesized netlist: roughly 16,000 um2
  – Number of standard cells reported by yosys: between 2,000 and 2,500
  – Chip area line of the yosys report: around 16,000 um2
  – Post-synth top area cell: sky130_fd_sc_hd__dfxtp_1
  – Registers, synthesis: 196
  – Proportion of synthesized flip-flops having asynchronous set or reset: 0%
  – Number of synthesized flops with an enable pin: 0
  – Portion of the post-synthesis area used by sequential elements: a little under a quarter
  – Commonest flop: sky130_fd_sc_hd__dfxtp_1
  – Top cells by area, synth: sky130_fd_sc_hd__dfxtp_1 24%, sky130_fd_sc_hd__ha_1 20%, sky130_fd_sc_hd__a21oi_1 6.9%
  – Syn. warnings: 1
  – Instance tally after logic synthesis: 2,134

Min path
  – Type of the tightest min-delay check: reg2reg
  – Hold Crit Depth: 2

Global route
  – Routing usage on met2: 31.58%
  – First-pass GRT wire length: approximately 85 mm
  – GR Util met3: between 3 and 4%
  – Number of global-route vias before repair: around 15,000
  – GRT busiest layer: met2
  – GR Util All Layers: 19.91%
  – Antenna violations before repair: 5
  – Largest net degree at the start of global routing: between 80 and 90
  – Remaining global-route overflow: 0
  – Met1 demand-to-capacity share in global routing: 28.74%

Critical path
  – Depth of the worst register-to-register path: 16
  – Endpoint required time on the critical path: ~6.0 ns
  – Largest fanout of any net on the critical path: 6
  – Category of the worst setup path capture point: register
  – Element type at the critical path start: register
  – Endpoint arrival time on the critical path: around 4.5 ns
  – Critical path type: reg2reg

Final timing
  – Slew HR: a little under half
  – Post-route clock skew: around 0.010 ns
  – Setup repair after global routing missed its margin: false
  – Fraction of the cycle the final worst path needs: between 70 and 80%
  – Final Max Tran Viols: 0
  – Post-route worst setup slack: between 1.5 and 2 ns
  – Actual slew at the worst max-slew pin: 0.7970 ns
  – Sum of negative setup slack: 0 ns
  – Number of hold violations in the final report: 0
  – Final period demand of the worst path: 4.077 ns
  – Max Freq: roughly 0.25 GHz
  – Endpoints failing setup: 0

CTS
  – CTS Buf Count: 17
  – Clock tree from TritonCTS: done
  – Clock input transition at the sequential cells of the worst setup and hold paths: around 0.070 ns
  – # resized after CTS: 0
  – Clock Path Buffers: 2
  – Late-Pin Clk Latency: ~0.50 ns
  – Buffer cell driving the clock tree root: sky130_fd_sc_hd__clkbuf_16
  – Sink Count: between 150 and 200
  – Post-CTS setup buffer count: 0
  – H-tree levels: 4
  – Hold_buf cts: 0

Flow run
  – OpenROAD warning count: 75
  – Max-capacitance violation count: 0

Route
  – Final routed wire length divided by cell count: between 15 and 20 um
  – Detailed-route wire length: 54.98 mm
  – Vias/cell: between 5 and 6
  – Remaining routing DRC violations: 0
  – Iteration-0 DRC Markers: approximately 1,000
  – Count of nets left with antenna violations after detail routing: 0
  – Number of search-and-repair iterations in the first detailed-routing pass: 8
  – Count of vias placed by the detailed router: 15,570

Cells and area
  – Share of post-route cells with drive strength above 1: under 10%
  – Top Layout Cells: 284 x sky130_fd_sc_hd__nand2_1, 265 x sky130_fd_sc_hd__ha_1, 256 x sky130_fd_sc_hd__inv_1
  – Most instantiated logic cell after routing: sky130_fd_sc_hd__nand2_1
  – Area growth from synthesis to layout: 22.65%

Power and ir drop
  – Leakage power figure: about 8.4 nW
  – Clk network pwr share: 32.8%
  – Total internal power: roughly 2.8 mW
  – Relative contribution of combinational cells to total power: a little under 30%
  – Peak supply drop: around 230 uV
  – Sequential cell fraction of total power: 38.2%
  – Power density over the cells: between 200 and 250 nW/um2
  – Power spent charging and discharging nets: roughly 1.3 mW
  – Switching share of total power: roughly 32%
[worst max-delay path, cell delays in order, from the launching register on]
cell and delay (ns):
sky130_fd_sc_hd__dfxtp_1 0.42, sky130_fd_sc_hd__inv_1 0.11, sky130_fd_sc_hd__ha_1 0.23, sky130_fd_sc_hd__nor2b_1 0.19
sky130_fd_sc_hd__o211ai_1 0.14, sky130_fd_sc_hd__nand2_1 0.23, sky130_fd_sc_hd__nand2_1 0.11, sky130_fd_sc_hd__xnor2_1 0.19
sky130_fd_sc_hd__ha_1 0.27, sky130_fd_sc_hd__a211oi_1 0.25, sky130_fd_sc_hd__o21ai_0 0.20, sky130_fd_sc_hd__a2111oi_0 0.32
sky130_fd_sc_hd__o21ai_0 0.17, sky130_fd_sc_hd__a31oi_1 0.43, sky130_fd_sc_hd__nand4_2 0.18, sky130_fd_sc_hd__a2111oi_4 0.36
sky130_fd_sc_hd__and3_1 0.20
[synthesized netlist by cell type (5+ instances only)]
cell type	count
sky130_fd_sc_hd__a211oi_1	25
sky130_fd_sc_hd__buf_2	5
sky130_fd_sc_hd__nand2b_1	16
sky130_fd_sc_hd__buf_1	7
sky130_fd_sc_hd__clkbuf_1	52
sky130_fd_sc_hd__and4_1	5
sky130_fd_sc_hd__nor4_1	13
sky130_fd_sc_hd__nor2_1	116
sky130_fd_sc_hd__a31oi_1	18
sky130_fd_sc_hd__or3_1	7
sky130_fd_sc_hd__o22a_1	6
sky130_fd_sc_hd__a21oi_1	228
sky130_fd_sc_hd__xor2_1	36
sky130_fd_sc_hd__o22ai_1	7
sky130_fd_sc_hd__inv_1	256
sky130_fd_sc_hd__o31ai_1	9
sky130_fd_sc_hd__and3_1	10
sky130_fd_sc_hd__o21ai_0	73
sky130_fd_sc_hd__a211o_1	6
sky130_fd_sc_hd__o21a_1	24
sky130_fd_sc_hd__o211ai_1	9
sky130_fd_sc_hd__nor3_1	37
sky130_fd_sc_hd__nand4_1	39
sky130_fd_sc_hd__or2_2	6
sky130_fd_sc_hd__o211a_1	5
sky130_fd_sc_hd__nand2_1	286
sky130_fd_sc_hd__a41oi_1	8
sky130_fd_sc_hd__o2bb2ai_1	8
sky130_fd_sc_hd__ha_1	265
sky130_fd_sc_hd__o21bai_1	7
sky130_fd_sc_hd__and2_1	6
sky130_fd_sc_hd__dfxtp_1	196
sky130_fd_sc_hd__o2111ai_1	6
sky130_fd_sc_hd__nand3_1	63
sky130_fd_sc_hd__a21o_1	38
sky130_fd_sc_hd__fa_1	5
sky130_fd_sc_hd__mux2i_1	33
sky130_fd_sc_hd__xnor2_1	101
sky130_fd_sc_hd__nor2b_1	17
[power groups by stage]
stage	clock [mW]	sequential [mW]	combinational, mW
CTS	1.38	1.56	1.19
global route	1.43	1.57	1.33
finish	1.34	1.56	1.19
[stage by stage]
step	instances	instance area (um2)	hold slack (ns)	util (%)	power, mW
2_1_floorplan	2134	16480	0.4197	-	2.312
3_5_place_dp	3018	19600	0.4327	36.27	2.772
4_1_cts	3048	20210	0.4445	37.40	4.133
3_3_place_gp	3018	19600	0.4272	36.27	2.760
6_report	3049	20210	0.4421	37.41	4.090
5_1_grt	3048	20210	0.4572	37.40	4.337
[cells by family after synthesis]
| group | count (synthesis) | share of synthesized area (%) |
|---|---|---|
| AOI/OAI and AO/OA | 524 | 20.09 |
| xor gates and xnor gates | 137 | 7.282 |
| adders and majority gates | 270 | 20.73 |
| buffers and inverters | 327 | 7.814 |
| DFF | 196 | 23.81 |
| muxes | 37 | 2.301 |
| and+or+nand+nor | 643 | 17.97 |
[routing by layer]
layer  wire length (um)  vias to the layer above  part of all wire [%]
met5                 45                        -                 0.082
met4               1021                        6                   1.9
met3               3905                       50                   7.1
met2              24450                      451                    44
met1              25570                     7202                    46
li1                   -                     7858                     -
[final timing paths]
check | from | endpoint | slack [ns]
hold / removal | paddle_1_velocity_Z[13] | paddle_1_velocity_Z[13] | 0.44
setup / recovery | ip_pc_paddle_1_X_p1[0] | ball_state[2] | 1.52
hold reg to reg | paddle_1_velocity_Z[13] | paddle_1_velocity_Z[13] | 0.44
setup reg to reg | ip_pc_paddle_1_X_p1[0] | ball_state[2] | 1.52
[final cells by class]
type                    instances  area, um2
fillers                      5428      33820
multi-input cells            1611      11270
flip-flops and latches        196       3929
repair buffers                258       2557
inverters                     257      967.2
well taps                     696      870.8
clock buffers                  19      432.9
clock inverters                11      176.4
diodes                          1      2.502
[flip-flops by register name, summed over array words and instances, names as in the netlist, 16 cells and up]
register	cells
ball_X_p1	16
ball_Y_p1	16
ball_Z_p1	16
ip_pc_paddle_1_X_p1	16
ip_pc_paddle_1_Y_p1	16
ip_pc_paddle_1_Z_p1	16
ip_pc_paddle_2_X_p1	16
ip_pc_paddle_2_Y_p1	16
ip_pc_paddle_2_Z_p1	16
paddle_1_velocity_X	16
paddle_1_velocity_Y	16
paddle_1_velocity_Z	16
No activity file was given, so power comes from the tool's default toggle rates.
